File: flow/constraint.sdc
current_design selXandY

set clk_period 1.0
set clk_io_pct 0.2

create_clock -name clk0 -period $clk_period

set non_clock_inputs [all_inputs -no_clocks]
set_input_delay [expr $clk_period * $clk_io_pct] -clock clk0 $non_clock_inputs
set_output_delay [expr $clk_period * $clk_io_pct] -clock clk0 [all_outputs]
File: flow/run.sh
#!/bin/bash
# OpenROAD 26Q1-2900-gdf79404cd8, Yosys 0.63+post, stock flow scripts
make -C /OpenROAD-flow-scripts/flow DESIGN_CONFIG=/design/flow/config.mk WORK_HOME=/design/flow/orfs finish
File: flow/design.v
module selXandY(input logic [10:0] x1, y1, x2, y2, input logic drawingBoard, color1, output logic [10:0] x, y, output logic color);
	assign x = drawingBoard ? x1: x2;
	assign y = drawingBoard ? y1: y2;
	always_comb begin
		if(drawingBoard)
			color = 1'b1;
		else 
			color = color1;
	end
endmodule 
File: flow/config.mk
export PLATFORM = sky130hd
export DESIGN_NAME = selXandY
export DESIGN_NICKNAME = selXandY
export VERILOG_FILES = /design/flow/design.v
export SDC_FILE = /design/flow/constraint.sdc
export NUM_CORES = 4
export LEC_CHECK = 1
export CORE_AREA = 10 10 70 70
export DIE_AREA = 0 0 80 80
==> qor.yml <==
outcome: "finished, violations left"
violations: "setup timing"
hp-class: "input port to primary output"
yosysTopAreaCell: "mux2_2"
relSlewSlack: 0.931
drt_pass1_iterations: 1
critical_path_required_ns: 0.80
vdd_drop_max_v: 0.000126
grt_pass1_vias: 654
setup.worst_path.end_class: "primary output"
drt-total-wl_mm: 2.33
drv_slew: 0
critPathMaxFanout: 12
p_leak_nw: 0.587
die_x_um: 80
comb_area_sq_um: 339
yosys.cell_types.count: 3
die_height_um: 80
die_area_sq_um: 6400
place.gp.congestion: 0.907
timing.final.ws_setup_ns: -0.0800
antenna_left: 0
hold_violations: 0
cap_violations: 0
rows: 21
fin_area_sq_um: 1100
grt_start_max_net_pins: 13
topCellsByArea: "mux2_2 90%, buf_6 8.1%, or2_2 2.3%"
drive_gt1_frac: 0.526
worst_slew_pin_slew_ns: 0.103
fin_hold_ws_ns: 0.771
fp_util: 0.0810
cp_slowest_cell: "mux2_4"
ys_cells: 25
vias: 516
yosys_warnings: 1
synth_seq_share: 0
placedCellCount: 139
flop_area_sq_um: 0
port_buffers: 69
post-place-ws_ns: -0.878
dpl.hpwl_mm: 1.90
synthToLayoutAreaGrowth_pct: 298
drc_errors: 0
crit_chain: "buf_12 > buf_12 > mux2_4 > buf_6"
min_period_over_period: 1.08
crit_top_cell: "buf_12"
placement.cell_area_sq_um: 1020
syn-mean-instance-area_sq_um: 11.1
syn-instance-count: 25
grt_first_pass_wirelength_mm: 3.60
nClkBuffers: 0
fillers: 352
arrival_ns: 0.88
ys_chip_area_sq_um: 277
synth.cell_area_sq_um: 277
via_per_inst: 3.66
core_area_sq_um: 3420
setup_viol: 22
warning_count: 34
drt_first_iter_violations: 0
antenna_found_initial: 0
track_usage: 0.0709
yosysTopAreaCellShare: 0.896
wl_per_cell_um: 16.5
crit_path_start_kind: "input port"
grt_overflow: 0
critPathKind: "input port to primary output"
powerDensity_nw_per_um2: 395
min_period_ns: 1.08
max_freq_mhz: 926
postCtsHoldBufs: 0
rsz0062_at_grt: "true"
num_io_pins: 69
slowest_delay_ns: 0.30
final_cells: 141
ff_count: 0
n_antenna_cell: 0
layout by cell type (no fill, tap or decap):
| cell type | Yosys | layout |
|---|---|---|
| buf_12 | 0 | 3 |
| buf_6 | 2 | 17 |
| buf_16 | 0 | 1 |
| dlygate4sd2_1 | 0 | 45 |
| buf_2 | 0 | 6 |
| mux2_4 | 0 | 22 |
| or2_4 | 0 | 1 |
final cells by class:
cell class                      count  area share
Tap cell                           46      0.0523
Multi-Input combinational cell     23       0.308
Timing Repair Buffer               72       0.639
synthesized netlist by cell type (all sizes together):
cell type	count
mux2	22
or2	1
buf	2
logic make-up (layout without fill, tap and decap cells):
group                  Yosys count  after routing  synth area share
buffers and inverters            2             72            0.0814
and+or+nand+nor                  1              1            0.0226
muxes                           22             22             0.896
where the power goes:
group          switching [mW]  internal, mW
Sequential                  0             0
Combinational           0.103         0.331
Clock                       0             0
Total                   0.103         0.331
layer usage:
layer	GRT usage	part of all wire	up-vias	wire (um)
li1	-	-	236	-
met1	0.0778	0.37	221	853
met4	0	0	0	0
met3	0.0602	0.24	0	549
met5	0	0	-	0
met2	0.109	0.40	59	928
worst max-delay path: cells and delay by family:
kind | cells | cell delay (ns)
buffers and inverters | 3 | 0.37
multiplexers | 1 | 0.30
per-stage QoR:
step / setup TNS, ns / util / total power [mW]
6_report: -1.41 / 0.322 / 0.435
4_1_cts: -2.05 / 0.314 / 0.420
2_1_floorplan: 0 / - / 0.0819
3_5_place_dp: -19.61 / 0.299 / 0.417
5_1_grt: -1.76 / 0.322 / 0.470
3_3_place_gp: -19.51 / 0.299 / 0.416
what timing repair did:
action / CTS / global route
endpoints found under the setup margin: 23 / 23
gates cloned: 2 / 0
resized: 155 / 10
buffers inserted: 1 / 0
path summary, 6_finish.rpt:
kind / cells past startpoint / startpoint / endpoint
setup / recovery: 4 / drawingBoard / x[7]
hold / removal: 3 / color1 / color
Power figures rest on the tool's default switching activity, not on a simulated workload.
